**flow/design.v**
```verilog
`timescale 1ns / 1ps
module project_car(
                input clk,reset_n,
                input entrance_sensor_input, exit_sensor_input,
                input [1:0] password_1, password_2,
                output wire GREEN_LED,RED_LED
                );
 parameter IDLE = 3'b000, WAIT_PASSWORD = 3'b001, WRONG_PASSWORD = 3'b010, RIGHT_PASSWORD = 3'b011,STOP = 3'b100;
 reg[2:0] current_state, next_state;
 reg[31:0] counter_wait;
 reg red_led_temp,green_led_temp;
 always @(posedge clk or negedge reset_n)
    begin
        if(~reset_n)
            current_state = IDLE;
        else
            current_state = next_state;
    end
 always @(posedge clk or negedge reset_n)
    begin
        if(~reset_n)
            counter_wait <= 0;
        else if(current_state==WAIT_PASSWORD)
            counter_wait <= counter_wait + 1;
        else
            counter_wait <= 0;
    end
 always @(*)
    begin
        case(current_state)
            IDLE: begin
                    if(entrance_sensor_input == 1)
                        next_state = WAIT_PASSWORD;
                    else
                        next_state = IDLE;
                  end
            WAIT_PASSWORD: begin
                             if(counter_wait <= 3)
                                next_state = WAIT_PASSWORD;
                             else
                                begin
                                    if((password_1==2'b01)&&(password_2==2'b10))
                                        next_state = RIGHT_PASSWORD;
                                    else
                                        next_state = WRONG_PASSWORD;
                                end
                            end
            WRONG_PASSWORD: begin
                            if((password_1==2'b01)&&(password_2==2'b10))
                                next_state = RIGHT_PASSWORD;
                            else
                                next_state = WRONG_PASSWORD;
                        end
            RIGHT_PASSWORD: begin
                            if(entrance_sensor_input==1 && exit_sensor_input == 1)
                                next_state = STOP;
                            else if(exit_sensor_input == 1)
                                next_state = IDLE;
                            else
                                next_state = RIGHT_PASSWORD;
                         end
            STOP: begin
                    if((password_1==2'b01)&&(password_2==2'b10))
                        next_state = RIGHT_PASSWORD;
                    else
                        next_state = STOP;
                  end
            default: next_state = IDLE;
        endcase
     end
 always @(posedge clk) begin
    case(current_state)
        IDLE: begin
            green_led_temp = 1'b0;
            red_led_temp = 1'b0;
            end
        WAIT_PASSWORD: begin
            green_led_temp = 1'b0;
            red_led_temp = 1'b1;
            end
        WRONG_PASSWORD: begin
            green_led_temp = 1'b0;
            red_led_temp = ~red_led_temp;
            end
        RIGHT_PASSWORD: begin
             green_led_temp = ~green_led_temp;
             red_led_temp = 1'b0;
             end
        STOP: begin
             green_led_temp = 1'b0;
             red_led_temp = ~red_led_temp;
             end
     endcase
 end
assign RED_LED = red_led_temp  ;
assign GREEN_LED = green_led_temp;
endmodule
```
**flow/run.sh**
```bash
#!/bin/bash
# OpenROAD 26Q1-2900-gdf79404cd8, Yosys 0.63+post, stock flow scripts
make -C /OpenROAD-flow-scripts/flow DESIGN_CONFIG=/design/flow/config.mk WORK_HOME=/design/flow/orfs finish
```
**flow/config.mk**
```make
export PLATFORM = sky130hd
export DESIGN_NAME = project_car
export DESIGN_NICKNAME = project_car
export VERILOG_FILES = /design/flow/design.v
export SDC_FILE = /design/flow/constraint.sdc
export NUM_CORES = 4
export LEC_CHECK = 1
export CORE_UTILIZATION = 30
```
**flow/constraint.sdc**
```tcl
current_design project_car

set clk_period 5.0
set clk_io_pct 0.2

create_clock -name clk0 -period $clk_period [get_ports {clk}]

set non_clock_inputs [all_inputs -no_clocks]
set_input_delay [expr $clk_period * $clk_io_pct] -clock clk0 $non_clock_inputs
set_output_delay [expr $clk_period * $clk_io_pct] -clock clk0 [all_outputs]
```
==> impl_metrics.json <==
{
  "status": "completed",
  "wire_per_inst_um": 13.64,
  "cts_tree": "yes",
  "crit_chain": "clkdlybuf4s50_1",
  "ctsHoldBuffers": 0,
  "cpPeakStageDelay_ps": 460,
  "finalCritPeriodShare": 0.4231,
  "rr_startpoint": "counter_wait[3]",
  "yosys.area.top_type": "dfrtp_1",
  "synth-edff-count": 2,
  "clock_latency_ps": 290,
  "hold_viol_final": 0,
  "hp-class": "reg -> reg",
  "place_worst_setup_slack_ps": 2914,
  "area_leaders": "dfrtp_1, a21oi_1, or4_1, o31ai_1, xor2_1",
  "worstRegToRegCells": 4,
  "yosysChipArea_um2": 1996,
  "design_area_um2": 2251,
  "leakage_nw": 0.8474,
  "finish.utilization": 0.3525,
  "ys_ff": 39,
  "ctsLongestPathBuffers": 2,
  "p_per_area_nw_per_um2": 338.9,
  "top_cells_by_count": "dfrtp_1, a21oi_1, or4_1",
  "io_pins": 10,
  "post_cts_buffers": 0,
  "area_growth_pct": 12.79,
  "reg2reg_slack_ps": 2920,
  "r2r-end": "counter_wait[31]",
  "startpoint_type": "flop",
  "die_h_um": 83.56,
  "grt_pass1_wl_um": 6989,
  "grt-ovfl-total": 0,
  "whs_endpoint": "current_state[1]",
  "crit_fanout": 2,
  "h-tree-depth": 2,
  "peakVddDrop_mv": 0.1988,
  "end_kind": "primary output",
  "drt.antenna.violating_nets": 0,
  "synth.avg_cell_area_um2": 9.783,
  "wirelength_um": 3970,
  "core_region_area_um2": 6386,
  "netlist_area_um2": 1996,
  "min_path_cells": 1,
  "worst_setup_hold_path_clk_slew_ps": 80,
  "via_per_inst": 5.505,
  "warnings": 25,
  "cp_num_buf_inv": 1,
  "die_w_um": 83.56,
  "arrival_ps": 1120,
  "antenna_found_initial": 0,
  "setup_viol": 0,
  "holdCritStartpoint": "current_state[1]",
  "worstMarginPinSlew_ps": 482.4,
  "grt_use_total": 0.1228,
  "setup_ws_ps": 2884,
  "rsz0062_at_grt": "no",
  "drv_slew": 0,
  "numCtsBuffers": 5,
  "timing.fmax_mhz": 472.7,
  "routabilityCongestion": 0.7981,
  "row_count": 29,
  "min_period_ps": 2116,
  "path_class": "reg -> out",
  "ctsResizeCount": 0,
  "dpl.hpwl_um": 2572,
  "io_buffers": 9,
  "die_area_um2": 6982,
  "dp_cells": 283,
  "ys_seq_frac": 0.4947,
  "crit_family": "buffers and inverters",
  "critical_path_required_ps": 4000,
  "drive_gt1_frac": 0.06542,
  "p_total_mw": 0.7629,
  "setup_tns_ps": 0,
  "drc": 0,
  "slew_headroom": 0.6784,
  "finalNonFillerCells": 291,
  "slowest_stage": "clkdlybuf4s50_1",
  "drt_iter0_markers": 55,
  "antenna_cells": 0,
  "clock_tree.root_cell": "clkbuf_8",
  "grt_max_degree": 38,
  "vias": 1602,
  "async_flop_share": 0.9487,
  "maxCapViolCount": 0,
  "place_area_um2": 2138,
  "fin_hold_ws_ps": 491.5,
  "finalClockSkew_ps": 9.677,
  "syn_inst": 204,
  "yosysMostFrequentCell": "dfrtp_1",
  "ys.warnings.count": 1,
  "ff_type": "dfrtp_1",
  "grt_pass1_vias": 1495,
  "yosys_cells": 204,
  "cts_num_sinks": 39,
  "drt_pass1_iterations": 4,
  "fp_util": 0.3125,
  "ys_types": 32,
  "yosysTopAreaCellShare": 0.4514
}
flip-flops by register name, summed over array words and instances (netlist names):
name,count
red_led_temp,1
current_state,5
counter_wait,32
green_led_temp,1
cell usage in the layout (no fill, tap or decap):
cell,count
xnor2_1,2
nand3_1,12
nor2b_1,1
nor2_1,14
buf_4,2
clkbuf_8,5
clkinv_2,1
and3_1,2
clkinv_4,1
a32o_1,1
nor4bb_1,1
clkdlybuf4s50_1,8
nor4_1,8
dfrtp_1,36
and4_1,4
o21ai_1,7
xor2_1,7
nand4_4,1
nand2_1,11
nand4_1,9
ha_1,1
edfxtp_1,2
buf_2,1
and4_2,1
or4_1,16
dfstp_2,1
a21oi_1,25
o21ai_0,2
or3_1,7
bufinv_16,1
o31ai_1,15
nand4bb_1,1
and2_1,3
or2_1,1
inv_1,4
layer usage:
metal,wire length [um],global-route usage,up-vias
li1,-,-,807
met1,2048,0.1873,774
met2,1769,0.1951,16
met3,120,0.02108,5
met4,31,0.01387,0
met5,0,0,-
power breakdown:
part / switching (mW) / internal, mW / leakage, nW
clock network: 0.115 / 0.149 / 0.0581
registers: 0.0223 / 0.351 / 0.527
logic: 0.0742 / 0.0512 / 0.262
cell type report:
class | count | area [um2]
multi-input combinational | 152 | 939.7
inverter | 4 | 15.01
timing repair buffer | 11 | 100.1
clock inverter | 3 | 43.79
fill | 645 | 4135
clock buffer | 5 | 68.82
tap | 77 | 96.34
sequential | 39 | 987.2
worst max path at each step:
stage	start	endpoint	cells after the start
CTS	green_led_temp	GREEN_LED	1
global route	counter_wait[3]	counter_wait[23]	4
finish	green_led_temp	GREEN_LED	1
cell families (layout without fill, tap and decap cells):
| kind of cell | count (synthesis) | after routing | synth area share |
|---|---|---|---|
| adders and majority gates | 1 | 1 | 0.006269 |
| xor gates and xnor gates | 9 | 9 | 0.03950 |
| DFF | 39 | 39 | 0.4947 |
| AOI/OAI and AO/OA | 50 | 50 | 0.1467 |
| and+or+nand+nor | 92 | 92 | 0.2784 |
| buffers and inverters | 13 | 23 | 0.03448 |
Power figures rest on the tool's default switching activity, not on a simulated workload.
